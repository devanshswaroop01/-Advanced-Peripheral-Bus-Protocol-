`flow/config.mk`:
```
export PLATFORM = sky130hd
export DESIGN_NAME = APB_top
export DESIGN_NICKNAME = APB_top
export VERILOG_FILES = /design/flow/design.v
export SDC_FILE = /design/flow/constraint.sdc
export NUM_CORES = 4
export LEC_CHECK = 1
export CORE_UTILIZATION = 40
```
`flow/constraint.sdc`:
```
current_design APB_top

set clk_period 19.0
set clk_io_pct 0.2

create_clock -name clk0 -period $clk_period [get_ports {pclk}]

set non_clock_inputs [all_inputs -no_clocks]
set_input_delay [expr $clk_period * $clk_io_pct] -clock clk0 $non_clock_inputs
set_output_delay [expr $clk_period * $clk_io_pct] -clock clk0 [all_outputs]
```
`flow/run.sh`:
```
#!/bin/bash
# OpenROAD 26Q1-2900-gdf79404cd8, Yosys 0.63+post, stock flow scripts
make -C /OpenROAD-flow-scripts/flow DESIGN_CONFIG=/design/flow/config.mk WORK_HOME=/design/flow/orfs finish
```
`flow/design.v`:
```
`timescale 1ns / 1ps
module APB_master (
    input  wire        presetn,               
    input  wire        pclk,                   
    input  wire        transfer,               
    input  wire        read,                   
    input  wire        write,                  
    input  wire [7:0]  apb_write_paddr,        
    input  wire [7:0]  apb_write_data,         
    input  wire [7:0]  apb_read_paddr,         
    input  wire        pready,                 
    input  wire        pslverr,                
    input  wire [7:0]  prdata,                 
    output reg         psel1,                  
    output reg         psel2,                  
    output reg         penable,                
    output reg         pwrite,                 
    output reg [7:0]   paddr,                  
    output reg [7:0]   pwdata,                 
    output reg [7:0]   apb_read_data_out
);
    localparam IDLE   = 2'b00;
    localparam SETUP  = 2'b01;
    localparam ENABLE = 2'b10;
    reg [1:0] state, next_state;
    reg transfer_d;
    wire transfer_pulse;
    always @(posedge pclk or negedge presetn) begin
        if (!presetn)
            transfer_d <= 1'b0;
        else
            transfer_d <= transfer;
    end
    assign transfer_pulse = transfer & ~transfer_d;
    reg [7:0] latched_addr;
    reg [7:0] latched_wdata;
    reg       latched_write;
    reg       latched_psel1;
    reg       latched_psel2;
    always @(posedge pclk or negedge presetn) begin
        if (!presetn)
            state <= IDLE;
        else
            state <= next_state;
    end
    always @(*) begin
        case (state)
            IDLE:   next_state = transfer_pulse ? SETUP : IDLE;
            SETUP:  next_state = ENABLE;
            ENABLE: next_state = pready ? (transfer_pulse ? SETUP : IDLE)
                                        : ENABLE;
            default: next_state = IDLE;
        endcase
    end
    always @(posedge pclk or negedge presetn) begin
        if (!presetn) begin
            latched_addr   <= 8'h00;
            latched_wdata  <= 8'h00;
            latched_write  <= 1'b0;
            latched_psel1  <= 1'b0;
            latched_psel2  <= 1'b0;
        end
        else if (state == SETUP) begin
            if (read && !write) begin
                latched_addr  <= apb_read_paddr;
                latched_write <= 1'b0;
                latched_psel1 <= (apb_read_paddr[7] == 1'b0);
                latched_psel2 <= (apb_read_paddr[7] == 1'b1);
            end
            else if (write && !read) begin
                latched_addr  <= apb_write_paddr;
                latched_wdata <= apb_write_data;
                latched_write <= 1'b1;
                latched_psel1 <= (apb_write_paddr[7] == 1'b0);
                latched_psel2 <= (apb_write_paddr[7] == 1'b1);
            end
        end
    end
    always @(*) begin
        psel1   = 1'b0;
        psel2   = 1'b0;
        penable = 1'b0;
        pwrite  = 1'b0;
        paddr   = 8'h00;
        pwdata  = 8'h00;
        case (state)
            SETUP: begin
                psel1  = latched_psel1;
                psel2  = latched_psel2;
                pwrite = latched_write;
                paddr  = latched_addr;
                pwdata = latched_wdata;
            end
            ENABLE: begin
                penable = 1'b1;
                psel1   = latched_psel1;
                psel2   = latched_psel2;
                pwrite  = latched_write;
                paddr   = latched_addr;
                pwdata  = latched_wdata;
            end
        endcase
    end
    always @(posedge pclk or negedge presetn) begin
        if (!presetn)
            apb_read_data_out <= 8'h00;
        else if (state == ENABLE && penable && !pwrite && pready)
            apb_read_data_out <= prdata;
    end
endmodule
`timescale 1ns / 1ps
module APB_slave (
    input  wire        pclk,         
    input  wire        presetn,        
    input  wire        psel,           
    input  wire        penable,        
    input  wire        pwrite,         
    input  wire [7:0]  paddr,          
    input  wire [7:0]  pwdata,         
    output reg  [7:0]  prdata,         
    output reg         pready,         
    output reg         pslverr         
);
    reg [7:0] memory [0:255];
    integer idx;
    always @(posedge pclk or negedge presetn) begin
        if (!presetn) begin
            for (idx = 0; idx < 256; idx = idx + 1)
                memory[idx] <= 8'h00;
            pready  <= 1'b0;
            pslverr <= 1'b0;
            prdata  <= 8'h00;
        end
        else begin
            pready  <= 1'b0;
            pslverr <= 1'b0;
            if (psel && penable) begin
                if (paddr[7] == 1'b1) begin
                    pready  <= 1'b1;
                    pslverr <= 1'b1;
                end
                else begin
                    pready <= 1'b1;
                    if (pwrite) begin
                        memory[paddr] <= pwdata;
                    end
                    else begin
                        prdata <= memory[paddr];
                    end
                end
            end
        end
    end
endmodule
`timescale 1ns / 1ps
module APB_top (
    input  wire        pclk,                  
    input  wire        presetn,                 
    input  wire        transfer,                
    input  wire        read,                    
    input  wire        write,                   
    input  wire [7:0]  apb_write_paddr,         
    input  wire [7:0]  apb_write_data,          
    input  wire [7:0]  apb_read_paddr,          
    output wire        pslverr,                 
    output wire [7:0]  apb_read_data_out        
);
    wire        penable;     
    wire        pwrite;      
    wire [7:0]  paddr;       
    wire [7:0]  pwdata;      
    wire [7:0]  prdata1, prdata2;   
    wire        pready1, pready2;   
    wire        pslverr1, pslverr2; 
    wire        psel1, psel2;        
    wire [7:0]  prdata_mux;          
    wire        pready;               
    APB_master master_inst (
        .presetn(presetn),
        .pclk(pclk),
        .transfer(transfer),
        .read(read),
        .write(write),
        .apb_write_paddr(apb_write_paddr),
        .apb_read_paddr(apb_read_paddr),
        .apb_write_data(apb_write_data),
        .pready(pready),                  
        .pslverr(pslverr),                
        .prdata(prdata_mux),              
        .psel1(psel1),
        .psel2(psel2),
        .penable(penable),
        .paddr(paddr),
        .pwrite(pwrite),
        .pwdata(pwdata),
        .apb_read_data_out(apb_read_data_out)
    );
    APB_slave slave1_inst (
        .pclk(pclk),
        .presetn(presetn),
        .psel(psel1),
        .penable(penable),
        .pwrite(pwrite),
        .paddr(paddr),
        .pwdata(pwdata),
        .prdata(prdata1),
        .pready(pready1),
        .pslverr(pslverr1)
    );
    APB_slave slave2_inst (
        .pclk(pclk),
        .presetn(presetn),
        .psel(psel2),
        .penable(penable),
        .pwrite(pwrite),
        .paddr(paddr),
        .pwdata(pwdata),
        .prdata(prdata2),
        .pready(pready2),
        .pslverr(pslverr2)
    );
    wire no_slave_sel  = ~psel1 & ~psel2;    
    wire multi_sel     =  psel1 &  psel2;    
    assign pready = (psel1 && pready1) ||
                    (psel2 && pready2) ||
                    no_slave_sel ||
                    multi_sel;
    assign pslverr = (psel1 && pslverr1) ||
                     (psel2 && pslverr2) ||
                     no_slave_sel ||
                     multi_sel;
    assign prdata_mux = psel1 ? prdata1 :
                        psel2 ? prdata2 :
                        8'h00;
endmodule
```
==> results.yml <==
# flow metrics
outcome:
  outcome: "complete, but fails checks"
  violations: "capacitance limit, slew limit"
route:
  dr.pass1.iters: 6
  postRouteAntennaNets: 0
  wl_mm: 410
  drt_iter0_markers: 7237
  dr_total_vias: 63600
  via_per_inst: 6.40
  drc: 0
  routedWlPerCell_um: 41.3
setup_path:
  cp.arrival_ns: 8.47
  critPathBufInv: 7
  r2r_slack_ns: 12.83
  worst-path-stages: 7
  critPathRequiredTime_ns: 19.95
  critPathLaunchType: "primary input"
  endpoint_kind: "async pin"
  cpPeakStageDelay_ns: 0.73
  reg2regPathDepth: 13
  cp_top_family: "buffers and inverters"
  critPathMostFrequentCell: "buf_4"
  worstSetupPathType: "in -> async"
  path_cells: "buf_16 > buf_4 > buf_12 > buf_4 > buf_4 > buf_4 > buf_4"
  crit_fanout: 108
  slowest_stage: "buf_4"
synth:
  synth.largest_area_cell: "dfrtp_1"
  synthCells: 7881
  synthFlopType: "dfrtp_1"
  syn_area_sq_um: 80900
  ys_seq_share_pct: 63.2
  synth-edff-count: 0
  ys.flops: 2041
  synth.avg_cell_area_sq_um: 10.3
  postSynth.asyncResetShare_pct: 100
  top_cells_by_area: "dfrtp_1, o21ai_0, clkbuf_1, nand2_1, a22oi_1"
  ys_chip_area_sq_um: 80900
  top_cell_area_share_pct: 63.1
  synth_cell_type_count: 78
  yosysWarningCount: 3
  ys_cells: 7881
clock_tree:
  clk_latency_ns: 0.91
  clockBufferDepth: 3
  root_buffer: "clkbuf_16"
  hold_buffers: 0
  clkSinkCount: 2041
  cts_buffers: 212
  cts-htree-levels: 4
  path_clk_slew_ns: 0.06
  cts_resized: 0
  cts_setup_buffers: 0
  cts_tree: "done"
sta:
  hold_viol_final: 0
  holdWs_ns: 0.368
  worst_slew_pin_slew_ns: 1.72
  max_freq_ghz: 0.133
  tns_ns: 0
  fin_ws_ns: 11.48
  setup_viol: 0
  max_slew_margin_pct: -15.8
  fin_crit_sh_pct: 39.6
  fin_crit_ns: 7.52
  finClkSkew_ns: 0.0417
  drv_slew: 2
  rsz0062_at_grt: "false"
floorplan:
  pin_count: 38
  num_rows: 164
  chipWidth_um: 452
  core_sq_um: 200000
  die_h_um: 452
  die_area_sq_um: 204000
  fp-utilization_pct: 40.4
hold_path:
  worstHoldPathCells: 0
  hold_class: "reg -> reg"
finish:
  drive_gt1_share_pct: 12.6
  nFillCells: 18100
  regArea_sq_um: 51100
  comb_area_sq_um: 24200
  final_cell_count_no_fill: 9934
  stdcell_area_sq_um: 89700
  final_cell_mix: "dfrtp_1, nand2_1, o21ai_0"
  areaGrowthSynthToFinish_pct: 11.0
  final_common_cell: "dfrtp_1"
  postLayoutCoreUtil_pct: 44.8
global_routing:
  grt_pass1_wl_mm: 551
  grt_max_degree: 140
  grtUsageTotal_pct: 42.4
  grt_overflow_total: 0
  antenna_found_initial: 50
  grt_pass1_vias: 62100
placed_design:
  dp.cells: 9474
  gp_routability_congestion: 1.11
  dpl.hpwl_mm: 278
  pre_cts_slack_ns: 10.49
  io_buffers: 37
  placed_cell_area_sq_um: 82400
pwr:
  pwr_density_cell_nw_per_um2: 115
  finalPower_mw: 10.3
  leakage_nw: 39.1
  ir_drop_v: 0.000107
run:
  cap_violations: 1
  warnings: 46
## path summary, 6_finish.rpt
| check | startpoint | end |
|---|---|---|
| max in group clk0 | master_inst.latched_psel2 | pslverr |
| worst min register to register | slave1_inst.memory[215][5] | slave1_inst.memory[215][5] |
| worst min-delay path | slave1_inst.memory[215][5] | slave1_inst.memory[215][5] |
| worst max register to register | master_inst.state[1] | slave1_inst.prdata[4] |
| min in group asynchronous | presetn | slave1_inst.memory[78][5] |
| worst max-delay path | presetn | slave1_inst.memory[83][7] |
## routing by layer
layer / vias to the layer above / track usage (%) / part of all wire [%] / wire length (um)
met5: - / 5.97 / 0.45 / 1860
met2: 5022 / 52.8 / 39 / 160000
li1: 25500 / - / - / -
met4: 56 / 28.7 / 8.8 / 35900
met1: 31500 / 50.2 / 34 / 139000
met3: 1468 / 31.8 / 18 / 74300
## cell type report
type | count | share of cell area (%)
Sequential cell | 2041 | 56.9
Multi-Input combinational cell | 4297 | 27.0
Clock buffer | 314 | 6.92
Timing Repair Buffer | 475 | 4.21
Tap cell | 2656 | 3.70
Clock inverter | 78 | 1.06
Antenna cell | 68 | 0.190
Inverter | 5 | 0.0209
## kinds of logic (layout without fill, tap and decap cells)
family | Yosys count | count (layout) | synth area share, %
mux | 91 | 91 | 1.18
simple gates | 1969 | 1969 | 10.7
compound gates | 2235 | 2235 | 17.5
other cells | 0 | 68 | 0
buf+inv | 1543 | 872 | 7.39
fa+ha+maj | 2 | 2 | 0.0309
flops | 2041 | 2041 | 63.2
## flip-flops by register name (all words and copies together) (netlist names), 3 cells and up
name and cells:
master_inst.latched_wdata 8, slave2_inst.prdata 8, master_inst.latched_addr 7, master_inst.apb_read_data_out 8
master_inst.state 3, slave1_inst.memory 1992, slave1_inst.prdata 8
## cells in the mapped netlist (6+ instances only)
master     number
buf_2         119
and2_1          6
nand3_1       217
clkbuf_1     1344
mux2i_1        55
nand4_1        87
nor2b_1         9
o22ai_1       153
or4_1          37
a2111oi_0      13
o21ai_0      1051
a31oi_1        17
nor4_1         84
mux2_2         36
nor3_1         64
and3_1         20
a221o_1        12
o211ai_1       12
a21oi_1       117
and4_1          8
a221oi_1       26
a32oi_1       144
or3_1          11
a222oi_1       16
a32o_1         27
a22oi_1       525
nand2b_1       10
nand2_1      1240
buf_1          67
a22o_1         67
dfrtp_1      2040
nor2_1        141
## power breakdown
part | switching, mW | total [mW] | internal (mW)
clock network | 1.83 | 4.30 | 2.47
logic | 1.28 | 1.52 | 0.242
registers | 0.0690 | 4.46 | 4.39
## worst register-to-register path, delay by kind of cell (launching register included)
| family | cells | cell delay [ns] |
|---|---|---|
| compound gates | 3 | 0.98 |
| flops | 1 | 0.59 |
| simple gates | 5 | 2.43 |
| buf+inv | 5 | 2.07 |
Power and IR drop assume default switching activity.
